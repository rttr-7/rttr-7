**./config.mk**
```make
export PLATFORM = sky130hd
export DESIGN_NAME = haar_lift
export DESIGN_NICKNAME = haar_lift
export VERILOG_FILES = /design/flow/design.v
export SDC_FILE = /design/flow/constraint.sdc
export NUM_CORES = 4
export LEC_CHECK = 1
export CORE_UTILIZATION = 30
```
**./constraint.sdc**
```tcl
current_design haar_lift

set clk_period 8.2
set clk_io_pct 0.2

create_clock -name clk0 -period $clk_period [get_ports {clk}]

set non_clock_inputs [all_inputs -no_clocks]
set_input_delay [expr $clk_period * $clk_io_pct] -clock clk0 $non_clock_inputs
set_output_delay [expr $clk_period * $clk_io_pct] -clock clk0 [all_outputs]
```
**./design.v**
```verilog
module      haar_lift(clk,
                    reset,
                    start,
                    im11,
                    im21,
                    dxy_detail,
                    dxy_approx,
                    data_occur);
input clk;
input reset;
input start;
input [15:0]im11;
input [15:0]im21;
output data_occur;
output [15:0]dxy_detail;
output [15:0]dxy_approx;
reg data_occur;
wire [15:0]dxy_detail;
wire [15:0]dxy_approx;
reg [15:0]im11t;
reg [15:0]im21t;
assign dxy_detail=(data_occur)?(im11t+im21t):16'd0;
assign dxy_approx[14:0]=(data_occur && im11t > im21t)?(im11t-im21t):
                  (data_occur && im11t < im21t)?(im21t-im11t):16'd0;
assign dxy_approx[15]=(data_occur && im11t > im21t)?(1'b0):
                  (data_occur && im11t < im21t)?(1'b1):1'b0;
always @(posedge clk)
begin 
if(~reset)
begin 
im11t<=16'd0;
im21t<=16'd0;
data_occur<=1'b0;
end
else if(start)
begin 
im11t<=im11;
im21t<=im21;
data_occur<=1'b1;
end
else
begin 
im11t<=16'd0;
im21t<=16'd0;
data_occur<=1'b0;
end
end
endmodule 
```
**./run.sh**
```bash
#!/bin/bash
# OpenROAD 26Q1-2900-gdf79404cd8, Yosys 0.63+post, stock flow scripts
make -C /OpenROAD-flow-scripts/flow DESIGN_CONFIG=/design/flow/config.mk WORK_HOME=/design/flow/orfs finish
```
==> results.txt <==
Main metrics from the flow reports.

The final estimated routing congestion in global placement came out at 0.941. The netlist area before placement is 3300 µm². The kind of start point of the critical path is a flop. Per the detailed-route log, wirelength across all metal layers totals 8910 µm. The worst ir drop on vdd is 0.0732 mV. The max-slew check reports its worst relative slack as 48.1%.

The async set-reset flop share out of synthesis is 0%. The final max-slew violation count is 0. The total area of sequential cells is 661 µm². The DRC violation count after routing is 0. The via total after detailed routing is 3151. The number of cells reported by Yosys stat comes to 429.

The script logs the ratio of routed vias to standard cells as 5.13. The number of global-route vias before repair came to 2863. Entering global routing, the biggest net connects 34 pins. The global-route congestion overflow total is 0. The worst setup path is captured at an output pin.

The post-route netlist has 4.81% of its cells at a drive strength greater than 1. In this design, the largest share of critical-path delay is due to simple AND/OR/NAND/NOR gates. The worst path buffer plus inverter count came out at 3.

The pin slew with the least headroom to its limit came out at 775 ps. The layout-stage area growth over the synthesis result is 25.4%. In this run, synthesis inferred 0 flip-flops with an integrated enable. Per the timing report, the biggest fanout along the worst path comes to 14.

The chip area line in the Yosys stat output reads 3300 µm². The required time reported for the critical path endpoint came out at 6560 ps. The total setup violations reported at the end of the flow is 0. The routed wire length per instance came out at 14.5 µm. The shortest period the worst path allows is 5340 ps. The biggest cell delay along the critical path is 630 ps.

Setup repair after global routing left no endpoint under its margin. The DRC marker count from the first detailed-route iteration is 257. The main flop type is dfxtp_1. TritonCTS built the clock tree.

The x dimension of the die is 107 µm. After clock tree synthesis, the clock-pin slew on the worst setup and hold paths is 70 ps. The worst path uses 65.1% of the clock period. The number of clock sinks came to 33. In the hold report, the worst path ends at im11t[1]$_SDFF_PN0_. The synthesis warning total is 1. The number of warnings the tools reported came out at 54. The number of stages on the worst hold path is 2. Once the clock tree was built, the setup fixing pass inserted 0 buffers. The total of hold buffers inserted after clock tree synthesis is 0.

The number of buffers inserted during clock tree synthesis is 5. Clock tree synthesis selected as its root buffer the cell clkbuf_8. The initial core utilization is 31.4%. The class of the tightest hold or removal check is in2reg. The fill cell instance count of the final layout came out at 1058. By instance count after routing, the leading logic cell type is clkdlybuf4s50_1. The completed layout was analyzed and its total power is 514 µW. The first detailed-routing pass took 5 iterations. The number of inserted diodes came out at 0. The netlist uses 53 different library cells. The setup TNS is 0 ps.

The layout report lists the multi-input gate area as 2320 µm². The detail route stage leaves a number of antenna-violating nets equal to 0. The overall track demand over capacity in global routing is 16.1%. The number of cell rows came out at 37. The top cell types in the final layout, fill and taps aside, are clkdlybuf4s50_1 (67), a21oi_1 (50), inv_1 (49), ha_1 (45), and3_1 (34). The first global-routing pass estimated 14500 µm of wire.

The die footprint is 11400 µm². The number of gates resized after CTS is 0. The HPWL after detailed placement is 7290 µm.

The number of antenna violations at the first check in global routing came out at 0. Per the CTS log, the maximum H-tree level is 2. Per the OpenROAD floorplan log, the height of the die is 107 µm. The analysis attributes to cell leakage a power of 0.00185 µW.

The final number of hold-violating endpoints came out at 0. The report lists the cells along the critical path as inv_1 -> ha_1 -> inv_1 -> nor2_1 -> a31oi_1 -> o211ai_1 -> and3_1 -> o211ai_1 -> o32ai_1 -> clkdlybuf4s50_1. OpenSTA lists the critical path startpoint as im11t[5]$_SDFF_PN0_. The maximum root-to-sink buffer count is 2.

The core footprint is 10500 µm². The placement report lists the number of port buffers as 67. The post-synthesis average cell area came out at 7.69 µm². The flop and latch count out of synthesis is 33. The critical path class is reg2out. In this run the most critical hold path is launched from im11[1].

The number of primary I/O pins came out at 68. The run finished with clean final reports. The total of max-cap violations came out at 0.

Timing would allow up to 187 MHz. The critical path arrival is 3700 ps. The sequential-to-total area share from yosys stat came out at 20.0%. The power density relative to cell area came out at 124 nW/µm². The largest individual stage delay along the critical path comes from the cell and3_1. The count of mapped cells out of synthesis is 429.
layer usage:
layer	global-route usage, %	wire length, µm	vias up
met3	1.49	522	19
met4	3.33	228	0
li1	-	-	1630
met2	22.9	3620	103
met5	0	0	-
met1	26.4	4540	1399
state kept, by name, indices dropped and copies added (netlist names):
name	cells
im11t	16
im21t	16
data_occur	1
where the power goes:
part           total, µW  internal (µW)  switching, µW
registers            173            167           6.21
logic                189           91.2           98.1
clock network        151           90.8           60.2
Yosys cell counts (7+ instances only):
library cell,count,share of area [%]
a221oi_2,7,3.2
inv_1,49,5.6
o21ai_0,18,2.7
o22a_1,8,2.1
and3_1,34,6.4
a221oi_1,7,1.9
clkbuf_1,15,1.7
ha_1,45,17
o21bai_1,7,1.6
dfxtp_1,33,20
nor2_1,33,3.8
a21oi_1,50,7.6
a21o_1,14,3.2
nand2_1,18,2.0
buf_2,7,1.1
xnor2_1,8,2.1
area by class of cell:
| cell class | count | area share [%] |
|---|---|---|
| Tap cell | 136 | 4.11 |
| Clock buffer | 5 | 1.66 |
| Clock inverter | 3 | 1.12 |
| Inverter | 51 | 4.63 |
| Multi-Input combinational cell | 318 | 56.1 |
| Timing Repair Buffer | 68 | 16.4 |
| Sequential cell | 33 | 16.0 |
cells by family after synthesis:
group	synth area share, %
AOI/OAI and AO/OA	29.8
and+or+nand+nor	17.8
buffers and inverters	9.60
adders and majority gates	18.9
DFF	20.0
xor gates and xnor gates	2.39
muxes	1.52
how the worst max path moves through the flow:
| stage | end | depth (start not counted) | slack, ps |
|---|---|---|---|
| finish | dxy_approx[11] | 10 | 2860 |
| global route | dxy_approx[11] | 10 | 2550 |
| CTS | dxy_approx[11] | 10 | 2880 |
stage by stage:
step                      utilization (%)  cells  worst slack (ps)  area [µm²]  hold slack [ps]
final                                39.4    614              2860        4140             1960
after detailed placement             38.3    606              3200        4020             2250
after CTS                            39.4    614              2880        4140             1950
after global placement               38.3    606              3250        4020             2250
after global routing                 39.4    614              2550        4140             1960
after floorplan                         -    429              4200        3300             1790
Power and IR drop assume default switching activity.
