File: ./config.mk
export PLATFORM = sky130hd
export DESIGN_NAME = haar_lift_reprocess
export DESIGN_NICKNAME = haar_lift_reprocess
export VERILOG_FILES = /design/flow/design.v
export SDC_FILE = /design/flow/constraint.sdc
export NUM_CORES = 4
export LEC_CHECK = 1
export CORE_UTILIZATION = 30
File: ./constraint.sdc
current_design haar_lift_reprocess

set clk_period 15.4
set clk_io_pct 0.2

create_clock -name clk0 -period $clk_period [get_ports {clk}]

set non_clock_inputs [all_inputs -no_clocks]
set_input_delay [expr $clk_period * $clk_io_pct] -clock clk0 $non_clock_inputs
set_output_delay [expr $clk_period * $clk_io_pct] -clock clk0 [all_outputs]
File: ./design.v
module      haar_lift_reprocess(clk,
                    reset,
                    start,
                    im11,
                    im21,
                    x1,
                    y1,
                    data_occur);
input clk;
input reset;
input start;
input [15:0]im11;
input [15:0]im21;
output data_occur;
output [15:0]x1;
output [15:0]y1;
reg data_occur;
wire [15:0]x1;
wire [15:0]y1;
wire signbit;
wire [15:0]high_v;
wire [15:0]low_v;
wire [15:0]x1_val;
wire [15:0]y1_val;
reg [15:0]im11t;
reg [15:0]im21t;
assign x1=x1_val>>1;
assign y1=y1_val>>1;
assign signbit=im21t[15];
assign high_v=im11t;
assign low_v={1'b0,im21t[14:0]};
assign x1_val=(data_occur && signbit)?(high_v-low_v):
				(data_occur && ~signbit)?(high_v+low_v):16'd0;
assign y1_val=(data_occur && signbit)?(high_v+low_v):
				(data_occur && ~signbit)?(high_v-low_v):16'd0;
always @(posedge clk)
begin 
if(~reset)
begin 
im11t<=16'd0;
im21t<=16'd0;
data_occur<=1'b0;
end
else if(start)
begin 
im11t<=im11;
im21t<=im21;
data_occur<=1'b1;
end
else
begin 
im11t<=16'd0;
im21t<=16'd0;
data_occur<=1'b0;
end
end
endmodule 
File: ./run.sh
#!/bin/bash
# OpenROAD 26Q1-2900-gdf79404cd8, Yosys 0.63+post, stock flow scripts
make -C /OpenROAD-flow-scripts/flow DESIGN_CONFIG=/design/flow/config.mk WORK_HOME=/design/flow/orfs finish
==> impl_metrics.toml <==
# implementation run metrics
[run]
max_cap_violations = 0
warnings = 39

[setup_path]
crit_required_ns = 12.32
setup.worst_path.start_class = "flop"
crit_path_end_kind = "output port"
path_class = "reg -> out"
crit_fanout = 13
cp.arrival_ns = 3.22

[global_route]
global_route.usage.met1_pct = 22.9
grt_pass1_wl_microns = 13200
met2_usage_pct = 22.2
grt_use_total_pct = 14.8
grt-busiest-layer = "met1"
grt_overflow_total = 0
grt_max_degree = 40
antenna_found_initial = 0
met3_usage_pct = 1.97
grt_pass1_vias = 2713

[floorplanning]
fp.coreArea_sq_mm = 0.0103
rows = 37
boundaryPins = 68
die_y_microns = 105
fp_util_pct = 30.8
die_w_microns = 105
dieArea_sq_mm = 0.0110

[yosys]
yosys.area.top_type_share_pct = 20.9
yosys_cells = 401
edf_count = 0
top_cells_by_area = "dfxtp_1 21%, ha_1 11%, and3_1 7.3%"
yosys_warnings = 1
yosys-stat-area_sq_mm = 0.00316
yosys-top-cells-count = "37 x and3_1, 37 x nor2_1, 33 x dfxtp_1"
synth_cell_type_count = 66
postSynthCellCount = 401
synth-async-reset-ratio_pct = 0
top_area_cell = "dfxtp_1"
yosys.stat.seqShare_pct = 20.9
ys_ff = 33
ff_type = "dfxtp_1"
synth_area_sq_mm = 0.00316
syn_avg_cell_area_sq_um = 7.88

[final_layout]
layout-drive-gt1-share_pct = 6.46
fillCellCount = 1057
syn_to_final_growth_pct = 25.4

[power]
ir_drop_uv = 57.3
power_switching_mw = 0.0727
p_comb_share_pct = 36.3
swShare_pct = 30.8
power.internal_mw = 0.164
power_leakage_nw = 1.78
p_seq_share_pct = 38.6
power_density_mw_per_mm2 = 59.6
clock_power_share_pct = 25.1

[run_status]
status = "complete, no violations"

[final_timing]
rsz0062_at_grt = "no"
tns_ns = 0
post-route-min-period_ns = 6.30
fmax_mhz = 159
setup_viol = 0
finalCritPeriodShare_pct = 40.9
worst_pin_slew_ns = 0.822
slew_headroom_pct = 44.5
finalHoldViolations = 0
finalWorstSetupSlack_ns = 9.10
drv_slew = 0

[clock_network]
cts_setup_buffers = 0
clock_sinks = 33
cts.reportedPaths.clkPinSlew_ns = 0.06
cts.repair.resized = 0
clockRootBuffer = "clkbuf_8"
htree_levels = 2
cts_made_buffers = 5
hold_buffers = 0
clock_path_buffers = 2
tritoncts = "yes"

[detailed_routing]
drt-initial-drc-count = 232
firstDrtPassIters = 4
vias = 2909
viasPerCell = 4.97
drc = 0
antenna_cells = 0
routed_wl_microns = 7930
wl_per_cell_microns = 13.6
drtAntennaViolNets = 0

[placed_design]
port_buffers = 65
placement.setup.worst_slack_ns = 9.45
dp_hpwl_microns = 6360
place_congestion = 0.911

[min_path]
hold_class = "in -> reg"
==> cells in the final DEF, fill, tap and decap left out, types with 8 or more instances in the layout <==
cell type,synthesis,final
clkdlybuf4s50_1,0,65
nor2_1,37,37
and3_1,37,37
dfxtp_1,33,33
nand2_1,28,28
ha_1,28,28
inv_1,25,25
a21oi_1,24,24
mux2i_1,20,20
xnor2_1,11,11
a21o_1,9,9
nor3_1,8,8
o21ai_0,8,8
==> metrics by stage <==
| stage | hold WS, ns | instance area, sq um | std cells | utilization [%] | power, mW |
|---|---|---|---|---|---|
| finish | 3.40 | 3970 | 585 | 38.6 | 0.236 |
| global route | 3.40 | 3970 | 585 | 38.6 | 0.253 |
| CTS | 3.39 | 3970 | 585 | 38.6 | 0.240 |
| detailed placement | 3.69 | 3880 | 577 | 37.8 | 0.179 |
| global placement | 3.69 | 3880 | 577 | 37.8 | 0.178 |
| floorplan | 3.23 | 3170 | 402 | - | 0.149 |
==> worst max-delay path, stage by stage, from the launching register on <==
cell and delay, ns:
dfxtp_1 0.33, inv_1 0.05, ha_1 0.49, a21oi_1 0.21, nor2_1 0.05, o41ai_1 0.73
a31oi_1 0.16, a221o_1 0.31, mux2i_1 0.14, clkdlybuf4s50_1 0.47
==> worst paths after layout <==
path / startpoint / slack [ns] / depth (start not counted) / to
max: im21t[7]$_SDFF_PN0_ / 9.10 / 9 / y1[13]
min: im21[3] / 3.40 / 2 / im21t[3]$_SDFF_PN0_
==> state kept, by name, indices dropped and copies added, names as in the netlist <==
name	count
data_occur	1
im21t	16
im11t	16
==> power by group through the flow <==
stage | sequential (mW) | combinational [mW] | clock, mW
CTS | 0.0913 | 0.0861 | 0.0624
global route | 0.0918 | 0.0947 | 0.0666
finish | 0.0913 | 0.0857 | 0.0594
==> routing by layer <==
layer	up-vias	wire, microns
li1	1516	-
met2	106	3330
met4	0	148
met3	12	581
met1	1275	3870
met5	-	0
==> cell families after synthesis <==
| logic type | share of synthesized area (%) |
|---|---|
| simple gates | 25.4 |
| compound gates | 22.8 |
| buf+inv | 7.16 |
| flops | 20.9 |
| fa+ha+maj | 12.3 |
| mux | 7.40 |
| xor+xnor | 3.88 |
| other cells | 0.119 |
==> layout make-up <==
| class | count | area, sq um | area share [%] |
|---|---|---|---|
| clock inverter | 2 | 10.0 | 0.252 |
| sequential | 33 | 661 | 16.7 |
| inverter | 27 | 101 | 2.56 |
| timing repair buffer | 68 | 673 | 17.0 |
| multi-input combinational | 313 | 2280 | 57.4 |
| tap | 136 | 170 | 4.29 |
| clock buffer | 6 | 72.6 | 1.83 |
Power is estimated from default activity; no workload was simulated.
